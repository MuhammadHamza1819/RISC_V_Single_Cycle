$ cat flow/run.sh
#!/bin/bash
# OpenROAD 26Q1-2900-gdf79404cd8, Yosys 0.63+post, stock flow scripts
make -C /OpenROAD-flow-scripts/flow DESIGN_CONFIG=/design/flow/config.mk WORK_HOME=/design/flow/orfs finish
$ cat flow/config.mk
export PLATFORM = sky130hd
export DESIGN_NAME = adder_For_aui
export DESIGN_NICKNAME = adder_For_aui
export VERILOG_FILES = /design/flow/design.v
export SDC_FILE = /design/flow/constraint.sdc
export NUM_CORES = 4
export LEC_CHECK = 1
export CORE_AREA = 10 10 94 94
export DIE_AREA = 0 0 104 104
$ cat flow/constraint.sdc
current_design adder_For_aui

set clk_period 24.1
set clk_io_pct 0.2

create_clock -name clk0 -period $clk_period

set non_clock_inputs [all_inputs -no_clocks]
set_input_delay [expr $clk_period * $clk_io_pct] -clock clk0 $non_clock_inputs
set_output_delay [expr $clk_period * $clk_io_pct] -clock clk0 [all_outputs]
$ cat flow/design.v
`timescale 1ns / 1ps
module adder_For_aui(
input [31:0] in1, in2,
output[31:0] res
    );
   assign res = in1 + in2;
endmodule
==> reports/qor.yml <==
final-seq-area_sq_um: 0
num_rows: 30
setup_violations: 0
yosys_warns: 0
setup_tns_ns: 0
crit_required_ns: 19.28
path_max_fanout: 4
netSwitchingFraction_pct: 39.73
maxClockFrequency_mhz: 79.52
dpl.hpwl_um: 5186
post_cts_buffers: 0
dieArea_sq_um: 10820
timing_worst_setup_path_type: "in -> out"
final.fill_count: 701
worst_ep_arrival_time_ns: 7.76
max_cap_viol_count: 0
pin_count_of_the_biggest_net_entering_global_routing: 11
kind_of_capture_point_of_the_worst_setup_path: "primary output"
rsz0062_at_grt: "no"
number_of_violations_reported_at_the_end_of_detailed_routing_iteration_0: 75
final-max-slew-violation-count: 0
insertedDiodeCount: 0
final_standard_cell_area_without_fillers_sq_um: 2781
viasPerCell: 5.009
power_frac_clock_pct: 0
seqPwrFrac_pct: 0
first_pass_grt_wire_length_um: 9811
internal-power_uw: 48.29
fraction_of_layout_instances_using_a_drive_strength_above_1_pct: 3.067
max_slew_margin_pct: 63.99
initial_utilization_pct: 25.53
synth_chip_area_sq_um: 1744
wl_per_cell_um: 13.95
power.share.combinational_pct: 100.0
first_global_vias: 2054
fp.dieW_um: 104
netlist_area_sq_um: 1744
post_cts_hold_buffer_count: 0
power.density_nw_per_um2: 28.81
sequential_cell_total: 0
total_power_uw: 80.13
post_synth_num_cell_types: 50
route.final.wire_length_um: 5886
globalRoute.totalOverflow: 0
reported_leakage_power_nw: 1.176
final.period_utilization_pct: 52.18
drc: 0
firstDrtPassIters: 4
power_switching_uw: 31.84
yosys-stat-cells: 241
finalWorstPathRequiredPeriod_ns: 12.58
syn_area_per_cell_sq_um: 7.237
ant_nets: 0
run_status: "completed"
timing_hold_violations_final: 0
areaGrowthSynthToFinish_pct: 59.47
io_pins: 96
initial_antenna_violation_count: 0
num-clock-buffers: 0
number_of_vias_in_the_routed_layout: 2114
worst_ir_drop_vdd_v: 0.00001207
numPlacedInstances: 422
critPathLaunchType: "primary input"
worst_slew_pin_slew_ns: 0.5265
die_height_um: 104
hold_path_class: "in -> out"
stage_log_warnings: 32
number_of_standard_cells_in_the_layout_taps_in_and_fillers_out: 422
cts-resized-gates: 0
place.gp.congestion: 0.8190
io_buffers: 96
global_route.usage.total_pct: 10.37
synth-seq-area-share_pct: 0
placed_cell_area_sq_um: 2781
multi_input_comb_area_sq_um: 1678
core_region_area_sq_um: 6832
syn-instance-count: 241
-- Yosys cell counts, drive strengths merged, types with 4 or more instances --
master / number / share of area [%]
nand2: 18 / 3.9
o21bai: 5 / 2.8
xor2: 15 / 7.5
nor3: 4 / 1.1
xnor2: 13 / 6.5
ha: 31 / 22
a21o: 19 / 8.2
inv: 6 / 1.3
nand3: 10 / 2.9
a21oi: 29 / 8.3
clkbuf: 8 / 1.7
nand4: 8 / 2.9
o21ai: 15 / 4.5
nor2: 12 / 2.6
-- cells in the final DEF, fill, tap and decap left out, drive strengths merged, types with 2 or more instances in the layout --
cell type and n:
clkdlybuf4s50 96, a31oi 3, o221ai 2, o21bai 5, mux2i 2, o311ai 2
a211oi 3, a311oi 3, xor2 15, a21o 19, nand4 8, nand2b 2
ha 31, nor2 12, or2 3, nor3 4, nand2 18, xnor2 13
a21oi 29, inv 6, o211ai 3, nand3 10, o21ai 15, o21a 2
-- kinds of logic after synthesis --
| logic type | share of synthesized area, % |
|---|---|
| simple gates | 18.29 |
| xor+xnor | 14.06 |
| compound gates | 39.31 |
| buf+inv | 3.802 |
| fa+ha+maj | 23.39 |
| mux | 1.148 |
-- metal layers --
| layer | track usage (%) | vias up | part of all wire (%) | wire, um |
|---|---|---|---|---|
| met4 | 0 | 0 | 0 | 0 |
| met1 | 14.86 | 965 | 49 | 2855 |
| li1 | - | 1086 | - | - |
| met2 | 16.71 | 63 | 45 | 2674 |
| met3 | 1.880 | 0 | 6.0 | 356 |
| met5 | 0 | - | 0 | 0 |
-- layout make-up --
type / instances / share of cell area, %
inverter: 6 / 0.8097
tap: 96 / 4.318
multi-input combinational: 224 / 60.32
timing repair buffer: 96 / 34.55
-- power groups by stage --
stage	logic (mW)	registers (mW)	clock network, mW
CTS	0.0815	0	0
global route	0.0894	0	0
finish	0.0801	0	0
-- stage by stage --
| stage | worst slack (ns) | util, % | hold WS [ns] |
|---|---|---|---|
| 2_1_floorplan | 12.63 | - | 9.712 |
| 3_3_place_gp | 11.54 | 40.71 | 10.67 |
| 3_5_place_dp | 11.49 | 40.71 | 10.68 |
| 4_1_cts | 11.48 | 40.71 | 10.68 |
| 5_1_grt | 11.30 | 40.71 | 10.71 |
| 6_report | 11.52 | 40.71 | 10.67 |
-- worst max-delay path, cell delays in order --
cell and delay (ns):
sky130_fd_sc_hd__clkdlybuf4s50_1 0.40, sky130_fd_sc_hd__ha_1 0.24, sky130_fd_sc_hd__fa_1 0.40, sky130_fd_sc_hd__a21o_1 0.22
sky130_fd_sc_hd__a31o_2 0.27, sky130_fd_sc_hd__nand3_1 0.09, sky130_fd_sc_hd__o221ai_1 0.23, sky130_fd_sc_hd__a311oi_1 0.34
sky130_fd_sc_hd__o21bai_1 0.11, sky130_fd_sc_hd__xor2_1 0.15, sky130_fd_sc_hd__clkdlybuf4s50_1 0.49
-- path summary, 6_finish.rpt --
kind	startpoint	endpoint	slack [ns]	cells after the start
hold / removal	in2[0]	res[0]	10.67	3
setup / recovery	in1[0]	res[26]	11.52	11
No activity file was given, so power comes from the tool's default toggle rates.
